==> /design/flow/config.mk <==
export PLATFORM = sky130hd
export DESIGN_NAME = ADC
export DESIGN_NICKNAME = ADC
export VERILOG_FILES = /design/flow/design.v
export SDC_FILE = /design/flow/constraint.sdc
export NUM_CORES = 4
export LEC_CHECK = 1
export CORE_UTILIZATION = 30
==> /design/flow/constraint.sdc <==
current_design ADC

set clk_period 2.1
set clk_io_pct 0.2

create_clock -name clk0 -period $clk_period [get_ports {i_clk_100MHz}]

set non_clock_inputs [all_inputs -no_clocks]
set_input_delay [expr $clk_period * $clk_io_pct] -clock clk0 $non_clock_inputs
set_output_delay [expr $clk_period * $clk_io_pct] -clock clk0 [all_outputs]
==> /design/flow/design.v <==
`timescale 1ns / 1ns
module ADC(
	input i_clk_100MHz, i_intr_n, i_reset,
	input [7:0] i_adc_data,
	output i_cs_n, i_rd_n, i_wr_n, 
	output reg o_adc_clk_1MHz,
	output [7:0] o_adc_data
);
	parameter S0 = 0, S1 = 1, S2 = 2, S3 = 3, S4 = 4, S5 = 5, S6 = 6;
	reg [7:0] r_adc_data;
	reg [2:0] r_state, r_next_state;
	reg [$clog2(15)-1 : 0] r_counter0;
	reg [$clog2(1300)-1 : 0] r_counter1;
	reg [$clog2(50)-1 : 0] r_counter_clk;
	wire w_counter0_en, w_counter1_en;
	always @(*) begin
		case(r_state)
			S0: r_next_state = S1;
			S1: r_next_state = (r_counter0 == 11) ? S2 : S1;
			S2: r_next_state = (r_counter0 == 14) ? S3 : S2;
			S3: r_next_state = (~i_intr_n) ? S4 : S3;
			S4: r_next_state = (r_counter1 == 999) ? S5 : S4;
			S5: r_next_state = (r_counter1 == 1099) ? S6 : S5;
			S6: r_next_state = (r_counter1 == 1299) ? S0 : S6;
			default: r_next_state = S0;
		endcase
	end
	always @(posedge i_clk_100MHz) begin
		if(i_reset)
			r_state <= S0;
		else
			r_state <= r_next_state;
	end
	always @(posedge i_clk_100MHz) begin
		if(w_counter0_en)
			r_counter0 <= r_counter0 + 1'b1;
		else
			r_counter0 <= 0;
		if(w_counter1_en)
			r_counter1 <= r_counter1 + 1'b1;
		else
			r_counter1 <= 0;
	end
	always @(posedge i_clk_100MHz) begin
		if(r_counter1 == 1029)
			r_adc_dataadc_data <= i_adc_data;
		else
			r_adc_data <= r_adc_data;
	end
	always @(posedge i_clk_100MHz) begin
	   if(i_reset) begin
	       r_counter_clk <= 0;
	       o_adc_clk_1MHz <= 0;
	   end
	   else if (r_counter_clk == 49) begin
	       o_adc_clk_1MHz <= ~o_adc_clk_1MHz;      
	       r_counter_clk <= 0;
	   end
	   else
	       r_counter_clk <= r_counter_clk + 1'b1;
	end
	assign i_cs_n = (r_state == S0) | (r_state == S3) | (r_state == S6);
	assign i_wr_n = (r_state == S0) | (r_state == S2) | (r_state == S3) | (r_state == S4) | (r_state == S5) | (r_state == S6);
	assign i_rd_n = (r_state == S0) | (r_state == S1) | (r_state == S2) | (r_state == S3) | (r_state == S4) | (r_state == S6);
	assign w_counter1_en = (r_state == S4) | (r_state == S5) | (r_state == S6);
	assign w_counter0_en = (r_state == S1) | (r_state == S2);
	assign o_adc_data = adc_data;
endmodule
==> /design/flow/run.sh <==
#!/bin/bash
# OpenROAD 26Q1-2900-gdf79404cd8, Yosys 0.63+post, stock flow scripts
make -C /OpenROAD-flow-scripts/flow DESIGN_CONFIG=/design/flow/config.mk WORK_HOME=/design/flow/orfs finish
==> results.txt <==
Reports from this run.

- The flow ran to the end, and the final reports show no timing, DRC or antenna violations.
- Across all layers, the routed design uses ~1.0k vias.
- Per the OpenROAD floorplan log, the height of the die is just under 70 um.
- The number of antenna violations at the first check in global routing is 0.
- After synthesis, the mean cell area works out to between 9 and 10 um^2.
- Among all stages on the critical path, the maximum delay recorded is ~530 ps.
- The routed via count divided by cell count reads about 4.9.
- The primary flip-flop cell chosen by synthesis mapping reads dfxtp_1.
- The largest vdd supply drop is approximately 0.5 mV.
- The number of global-route vias before repair is between 900 and 1k.
- Dividing the final minimum period by the clock period gives 0.967.
- The part of the Yosys area used for sequential elements is 0.445.
- Static timing analysis puts the maximum clock frequency at ~490 MHz.
- The share of flip-flops with an asynchronous set or reset after synthesis is 0.
- The mapped netlist covers around 0.0013 mm^2.
- Power spread over the standard cell area amounts to roughly 790 mW/mm^2.
- The first-pass GRT wire length is roughly 4 mm.
- The script logs the mean routed wire length per placed instance as around 11 um.
- In the log, the iteration count for the first detailed-route pass is 4.
- The register bit total from synthesis is 29.
- The setup skew after layout reads about 4.6 ps.
- The cell-mix breakdown from Yosys lists the compound-gate area share as 0.114.
- The row count reads 23.
- The most numerous cell in the Yosys netlist reads dfxtp_1.
- The final estimated routing congestion in global placement is 0.783.
- For this run, the final setup violation count is recorded as 0.
- The family with the most delay on the worst path reads simple AND/OR/NAND/NOR gates.
- Yosys reports the multiplexer fraction of the synthesized area as 0.
- The cell type that accounts for the most area after synthesis is dfxtp_1.
- The chip footprint is ~0.0046 mm^2.
- By area the synthesized netlist is led by dfxtp_1 45%, ha_1 4.8%, buf_4 4.6%.
- The proportion of layout cells with a drive suffix above 1 is 0.154.
- After synthesis, the most frequently instantiated cells are 29 x dfxtp_1, 16 x nor2_1, 10 x a21oi_1.
- Once detail routing completed, the nets flagged for antenna violations numbered 0.
- The clock root buffer reads clkbuf_8.
- STA puts the critical path data required time at about 1700 ps.
- In the placement report, post-DP HPWL is listed as between 1.5 and 2 mm.
- The cell-mix breakdown from Yosys lists the simple-gate area share as 0.264.
- The number of distinct standard cells referenced by the synthesized netlist is 36.
- The clock sink total is 29.
- Setup repair after global routing left no endpoint under its margin.
- The count of routing violations after the opening detailed-route iteration reads 13.
- The total grt overflow reads 0.
- The report counts max-capacitance violations totalling 0.
- Yosys shows that the main logic family after synthesis is simple AND/OR/NAND/NOR gates.
- In this run, the synthesized area fraction spent on xor and xnor cells is recorded as 0.0537.
- The H-tree was split into 2 levels.
- The adder and majority gate portion of the synthesized area reads 0.0480.
- The share of the synthesized area in the top cell type reads 0.445.
- The type of the tightest min-delay check is reg -> reg.
- Input and output buffers added on the ports amount to 6.
- The global-route usage over all layers reads 0.118.
- The number of synthesis warnings is 5.
- The post-route minimum period is 2030 ps.
- The die is 67.9 um wide.
- The insertion delay of the later-clocked pin in the worst-skew pair reads 280 ps.
- The synthesized instance count is roughly 140.
- The count of library flops with an enable pin is 0.
- Clock-pin slew was measured on the worst setup and hold paths at ~60 ps.
- Per the final timing report, the hold violations number 0.
- Of all nets on the critical path, the largest fanout is 2.
- TritonCTS built the clock tree.
- The critical path's slowest cell is or4_4.
- The register area is about 600 um^2.
- Entering global routing, the biggest net connects 13 pins.
- The type of destination of the critical path is a primary output.
- The area occupied by multi-input gates is 673 um^2.
- The critical path goes through or3_4 -> or4_4 -> clkbuf_2.
- At the pin with the least slew margin, the transition time is 688 ps.
- Per the detail_route report, inserted antenna diodes total 0.
- The hold buffer count at CTS is 0.
- The area added between synthesis and finish reads 16.7%.
- For reference, the most critical setup path is categorized as reg -> out.
- The critical path startpoint category reads a register.
- The area inside the core boundary is between 0.004 and 0.005 mm^2.
- The post-placement setup slack reads 140 ps.
- The total count of max-transition violations in the final report is 0.
- After synthesis, the design contains ~140 cells according to Yosys.
- The leakage power summed over all cells reads 0.000534 uW.
- The critical path in the final layout is reported with a setup slack of roughly 70 ps.
- The flop-to-flop setup slack reads roughly 520 ps.
- The total tool warning count is 35.
- The count of pins on the block boundary is 23.
- The number of buffers created by CTS is 5.
- The core utilization before placement reads 0.319.
- The worst-case clock buffer depth reads 2.
- The number of remaining DRC errors reads 0.
- The worst max-slew margin expressed relative to the limit reads 0.539.
- Hold timing on the final database bottoms out at a slack of around 470 ps.
- The data arrival time at the worst-slack endpoint reads roughly 1600 ps.
- The chip area from the yosys synthesis statistics is 0.00130 mm^2.
- The sum of buffers and inverters on the critical path is 1.
- The setup total negative slack reads 0 ps.
- The final wirelength is approximately 2.4 mm.
- The layout has ~420 filler cells.
## layout by cell type (no fill, tap or decap), drive strengths merged, types with 2 or more instances in the layout
cell type and count:
conb 8, dfxtp 29, nand3 8, clkbuf 9, inv 5, nand2 9
buf 2, clkdlybuf4s50 4, or4 6, a21oi 10, o31ai 4, nor4 2
nor2 16, xor2 5, or3 6, nor3 2, o21ai 6, nand4 3
xnor2 3, ha 5
## per-layer routing
| layer | track usage | wire (um) |
|---|---|---|
| met2 | 0.176 | 1080 |
| met3 | 0.0405 | 91 |
| met1 | 0.172 | 1160 |
| met4 | 0.0182 | 31 |
| met5 | 0 | 0 |
## final timing paths
check / startpoint / endpoint / cells after the start
worst min register to register: r_counter_clk[0] / r_counter_clk[0] / 1
worst min-delay path: r_counter_clk[0] / r_counter_clk[0] / 1
worst max register to register: r_counter1[0] / r_counter1[10] / 4
worst max-delay path: r_state[0] / i_rd_n / 3
## metrics by stage
step / instances / instance area, um^2 / power (uW) / util
floorplan: 150 / 1330 / 613 / -
detailed placement: 196 / 1380 / 621 / 0.337
global route: 206 / 1520 / 1250 / 0.372
CTS: 206 / 1520 / 1210 / 0.371
global placement: 196 / 1380 / 618 / 0.337
finish: 206 / 1520 / 1200 / 0.372
## state kept, by name, summed over array words and instances, names as in the netlist
register and count:
o_adc_clk_1MHz 1, r_counter1 11, r_counter0 4, r_counter_clk 6, r_state 7
## repair_timing
action	in CTS	in global routing
hold endpoints to repair	0	0
buffers inserted	2	0
setup endpoints to repair	2	2
pin swaps	2	2
resized	7	7
## report_power, final
part / internal [uW] / leakage (uW) / switching (uW)
combinational: 22.3 / 0.000239 / 18.2
clock: 386 / 0.0000585 / 207
sequential: 561 / 0.000237 / 9.50
## cells by family (layout without fill, tap and decap cells)
| family | count (synthesis) | count (layout) |
|---|---|---|
| buffers and inverters | 15 | 21 |
| adder cells (fa/ha/maj) | 5 | 5 |
| AND/OR/NAND/NOR | 60 | 60 |
| other | 1 | 8 |
| flip-flops | 29 | 29 |
| XOR/XNOR | 8 | 8 |
| AND-OR/OR-AND | 25 | 25 |
## area by class of cell
cell class                      count  area share
Multi-Input combinational cell    106       0.442
Sequential cell                    29       0.385
Clock buffer                        7      0.0567
Timing Repair Buffer                8      0.0428
Tap cell                           50      0.0411
Clock inverter                      1      0.0197
Inverter                            5      0.0123
Power figures rest on the tool's default switching activity, not on a simulated workload.
